==> /design/flow/design.v <==
module single_ram(clk,rst,we,din,dout,addr);
	input clk,rst;
	input we;
	input [15:0] din;
	input [4:0] addr;
	output reg [15:0] dout;
	reg [15:0] mem [31:0];
	always @(posedge clk)
	begin
		if(rst)
			dout <= 0;
		else
		begin
			if(we)
				mem[addr] <= din;
			else
				dout <= mem[addr];
		end	
	end
endmodule	
==> /design/flow/run.sh <==
#!/bin/bash
# OpenROAD 26Q1-2900-gdf79404cd8, Yosys 0.63+post, stock flow scripts
make -C /OpenROAD-flow-scripts/flow DESIGN_CONFIG=/design/flow/config.mk WORK_HOME=/design/flow/orfs finish
==> /design/flow/config.mk <==
export PLATFORM = sky130hd
export DESIGN_NAME = single_ram
export DESIGN_NICKNAME = single_ram
export VERILOG_FILES = /design/flow/design.v
export SDC_FILE = /design/flow/constraint.sdc
export NUM_CORES = 4
export LEC_CHECK = 1
export CORE_UTILIZATION = 30
==> /design/flow/constraint.sdc <==
current_design single_ram

set clk_period 3.3
set clk_io_pct 0.2

create_clock -name clk0 -period $clk_period [get_ports {clk}]

set non_clock_inputs [all_inputs -no_clocks]
set_input_delay [expr $clk_period * $clk_io_pct] -clock clk0 $non_clock_inputs
set_output_delay [expr $clk_period * $clk_io_pct] -clock clk0 [all_outputs]
==> Changelog: implementation <==
## Flow update

- Outcome: finished, final reports clean
- CTS Sinks: 528
- Slowest CP cell: mux4_2
- TritonCTS Buffers: 51
- First-pass GRT wire length: 69760 microns
- Cell accounting for the most synthesized area: edfxtp_1
- Adder Share, Synth: 0%
- Syn Inst Count: roughly 960
- Initial antenna violation count: 0
- Crit path required time: roughly 3.8 ns
- Nature of the critical path startpoint: primary input
- Crit path buf inv count: 2
- Detailed Routing Iterations Pass 1: 4
- Area of the core: 0.06728 sq mm
- DRC viols: 0
- Slew @ Worst Pin: roughly 0.79 ns
- EDFF count, synth: ~510
- Synth flops: 528
- Final Max Tran Viols: 0
- Crit-path max cell delay: 0.61 ns
- Init Core Util: between 30% and 40%
- Arrival time worst endpoint: ~3 ns
- Top cell family by delay on the critical path: buffers and inverters
- Port bufs: 39
- Top Ports: approximately 40
- Net Sw Frac: between 20% and 30%
- Buffer depth of the longest clock path: 3
- Number of distinct library cells after synthesis: 55
- Yosys Chip Area: 0.02040 sq mm
- Area share, top type: between 70% and 80%
- Total negative setup slack: 0 ns
- PwrDens: 569.5 mW/mm^2
- Mux frac, synth: 13.91%
- CTS hold repair buffers: 0
- Commonest cells in the netlist: edfxtp_1 (512), mux4_2 (90), mux2i_1 (54)
- GRT Total Usage: between 10% and 20%
- Final Non-Filler Cells: between 2k and 2.5k
- Ao+oa area frac: approximately 4.1%
- Crit. End Element: flop
- Post-DR wirelength/cell: roughly 23 microns
- Starting DRT DRC Count: roughly 560
- Area delta synth->final: 17.25%
- Die area: 0.06905 sq mm
- Register area share after synthesis: 76.93%
- Setup-failing EPs final: 0
- Number of diodes: 0
- Hold Path Class: reg2reg
- And+or+nand+nor area frac: ~2.8%
- Tool Warnings: 25
- Post_cts resized: 0
- Area of the mapped netlist: 0.02040 sq mm
- Die height: approximately 260 microns
- Crit Path Max Fanout: between 50 and 60
- GPL Wtd Cong: around 0.85
- RSZ-0062 raised after global routing: false
- Peak supply drop: 0.0004338 V
- XOR/XNOR Fraction of Synth Area: 0%
- Relative slew slack: between 40% and 50%
- Internal power: 10860 uW
- Pleak: approximately 0.0076 uW
- Avg Cell Area, Syn: about 21 sq um
- CP cell instances: buf_6 > mux4_2 > a22o_1 > nor4_1 > buf_4 > a31oi_1
- Final clock skew: 0.01196 ns
- WS Path Type: in2reg
- CTS tree: yes
- Vias in the first global route: about 11k
- Clock power frac: about two fifths
- Row cnt: approximately 95
- Clock transition at path regs: 0.06 ns
- Sw Pwr: around 2800 uW
- Count leader, synth: edfxtp_1
- Post-route ant nets: 0
- Via/cell ratio: approximately 5
- Fmax achieved: around 0.39 GHz
- Cell count in the Yosys report: approximately 960
- Max cap viols: 0
- Total grt overflow: 0
- Dominant synthesized flop cell: edfxtp_1
- Final period util: 76.98%
- Routed WL: around 46000 microns
- H-tree Lvls: 2
- DIE WIDTH: roughly 260 microns
- Warnings from Yosys: 1
- Cell total after placement: about 1.9k
- Largest net degree at the start of global routing: ~67
- Comb power frac: approximately 5.1%
- Largest cells by area: edfxtp_1 (75%), mux4_2 (9.9%), mux2i_1 (2.6%), dfxtp_1 (1.6%), a22o_1 (0.86%)
- Sequential share of power: between 50% and 60%
- Fraction of registers with async set/reset: 0%
- Post-CTS Setup Inserts: 0
- Vias: slightly below 10k
- Worst skew pair latency: roughly 0.58 ns
- DP HPWL: ~29000 microns
- Dominant combinational family: multiplexers
- Min cycle time layout: about 2.5 ns
- Final hold vios: 0
- Share of layout cells above drive strength 1: between 20% and 30%
- CTS Root Cell: clkbuf_16
## cells in the final DEF (no fill, tap or decap), types with 13 or more instances in the layout
master | Yosys | final
clkbuf_1 | 6 | 13
clkbuf_16 | 0 | 53
o22ai_1 | 24 | 24
dfxtp_1 | 16 | 16
a22o_1 | 20 | 20
clkinv_1 | 0 | 15
mux4_2 | 90 | 90
mux2i_1 | 54 | 54
a22oi_1 | 23 | 23
buf_4 | 17 | 86
clkdlybuf4s50_1 | 0 | 37
edfxtp_1 | 512 | 512
nor2_2 | 1 | 14
nor2_1 | 42 | 29
## state kept, by name (all words and copies together) (netlist names)
signal and flops:
dout 16, mem 512
## final cells by class
| type | count | area, sq um |
|---|---|---|
| clock buffers | 66 | 1375 |
| well taps | 873 | 1092 |
| flip-flops and latches | 528 | 15700 |
| fillers | 6176 | 43360 |
| inverters | 9 | 33.78 |
| repair buffers | 136 | 1261 |
| clock inverters | 27 | 191.4 |
| multi-input cells | 366 | 4270 |
## worst reg2reg max path: stages (launching register included)
cell,delay (ns)
edfxtp_1,0.40
mux4_2,0.50
a22o_1,0.28
nor4_1,0.60
buf_4,0.22
a31oi_1,0.07
## kinds of logic (layout without fill, tap and decap cells)
family	after synthesis	in the layout
buf+inv	66	238
mux	160	160
compound gates	109	109
flops	528	528
simple gates	97	97
## path summary, 6_finish.rpt
path	to	from	slack, ns	cells past startpoint
max	dout[14]	addr[0]	0.76	6
min reg2reg	dout[12]	dout[12]	0.55	2
max reg2reg	dout[1]	mem[19][1]	1.12	5
min	dout[12]	dout[12]	0.55	2
## per-stage QoR
step	setup WS [ns]	util (%)	area, sq um	power [uW]	hold WS, ns
finish	0.7596	35.55	23920	13620	0.5484
global route	0.6492	35.55	23920	14020	0.5799
CTS	0.6958	35.55	23920	13760	0.5526
detailed placement	0.08184	33.22	22350	8283	0.5331
global placement	0.09111	33.22	22350	8277	0.5390
floorplan	0.4432	-	20400	7941	0.4705
## per-layer routing
metal / vias to the layer above / part of all wire (%) / track usage (%)
met3: 85 / 12 / 8.340
met2: 522 / 48 / 22.42
met4: 0 / 3.2 / 3.879
met5: - / 0 / 0
met1: 4978 / 37 / 18.32
li1: 4307 / - / -
## power by group through the flow
| stage | Combinational [uW] | Clock [uW] | Sequential (uW) |
|---|---|---|---|
| 4_1_cts | 707 | 5610 | 7440 |
| 6_report | 692 | 5500 | 7440 |
| 5_1_grt | 748 | 5840 | 7440 |
No activity file was given, so power comes from the tool's default toggle rates.
