<file path="./config.mk">
export PLATFORM = sky130hd
export DESIGN_NAME = dual_ram
export DESIGN_NICKNAME = dual_ram
export VERILOG_FILES = /design/flow/design.v
export SDC_FILE = /design/flow/constraint.sdc
export NUM_CORES = 4
export LEC_CHECK = 1
export CORE_UTILIZATION = 50
</file>
<file path="./design.v">
module dual_ram(clk,rst,we,re,w_din,w_dout,r_din,r_dout,w_addr,r_addr);
	input clk,rst;
	input we;
	input [15:0] w_din;
	input [4:0] w_addr;
	output reg [15:0] w_dout;
	input re;
	input [15:0] r_din;
	input [4:0] r_addr;
	output reg [15:0] r_dout;
	reg [15:0] mem [31:0];
	always @(posedge clk)
	begin
		if(rst)
		begin
			w_dout <= 0;
			r_dout <= 0;
		end
		else
		begin
			if(we)
				mem[w_addr] <= w_din;
			else
				w_dout <= mem[w_addr];	
			if(re)
				mem[r_addr] <= r_din;
			else
				r_dout <= mem[r_addr];
		end		
	end
endmodule	
</file>
<file path="./run.sh">
#!/bin/bash
# OpenROAD 26Q1-2900-gdf79404cd8, Yosys 0.63+post, stock flow scripts
make -C /OpenROAD-flow-scripts/flow DESIGN_CONFIG=/design/flow/config.mk WORK_HOME=/design/flow/orfs finish
</file>
<file path="./constraint.sdc">
current_design dual_ram

set clk_period 7.6
set clk_io_pct 0.2

create_clock -name clk0 -period $clk_period [get_ports {clk}]

set non_clock_inputs [all_inputs -no_clocks]
set_input_delay [expr $clk_period * $clk_io_pct] -clock clk0 $non_clock_inputs
set_output_delay [expr $clk_period * $clk_io_pct] -clock clk0 [all_outputs]
</file>
==> impl_metrics.py <==
# Synthesis and PnR figures
metrics = {
    "outcome": {
        "status": "complete, no violations",
    },
    "drt": {
        "postRouteAntennaNets": 0,
        "via_per_inst": 6.82,
        "post_drt_wl_per_cell_um": 36.5,
        "drcViolationCount": 0,
        "antenna_cells": 0,
        "firstDrtPassIters": 5,
        "drt_wl_total_um": 108000,
        "via_count": 20200,
        "drtIter0Drc": 1709,
    },
    "die": {
        "rows": 91,
        "io_pins": 78,
        "initCoreUtil": 0.508,
        "core_area_um2": 61900,
        "die_w_um": 253,
        "die_h_um": 253,
        "chip_area_um2": 64000,
    },
    "clocking": {
        "cts_buffers": 59,
        "clk_pin_slew_worst_paths_ns": 0.06,
        "cts_buffer_depth": 3,
        "clock-root-buffer": "clkbuf_16",
        "cts.sinks": 544,
        "hold_buffers": 0,
        "htreeDepth": 2,
        "clock_latency_ns": 0.64,
        "postCtsSetupBuffers": 0,
        "cts_tree": "built",
        "cts_resized": 0,
    },
    "yosys": {
        "flop_cell": "edfxtp_1",
        "yosysTopAreaCell": "edfxtp_1",
        "ys_ff": 544,
        "edf_count": 512,
        "most_common_cell": "mux2_2",
        "yosysWarningCount": 1,
        "synthDistinctLibCells": 63,
        "ys_seq_frac": 0.509,
        "synthTopCellsByCount": "536 x mux2_2, 512 x edfxtp_1, 189 x mux4_2",
        "yosys.area.top_type_share": 0.488,
        "async_flop_share": 0,
        "synth.area.top_cells": "edfxtp_1 49%, mux2_2 19%, mux4_2 14%, mux2i_1 3.7%, dfxtp_1 2.0%",
        "syn_avg_cell_area_um2": 15.2,
        "ys_chip_area_um2": 31500,
        "syn_inst": 2066,
        "yosysCellCount": 2066,
        "netlist_area_um2": 31500,
    },
    "hold_path": {
        "min_delay_path_depth": 2,
        "hold_class": "flip-flop to flip-flop",
        "min_to": "r_dout[3]",
        "hold_path_startpoint": "r_dout[3]",
    },
    "cells_and_area": {
        "final_area_um2": 35000,
        "comb_area_um2": 14500,
        "regArea_um2": 16000,
        "area_growth_pct": 11.1,
        "nFillCells": 4919,
        "final_layout_size_suffix_gt1_frac": 0.472,
        "finalCoreUtilization": 0.564,
    },
    "critical_path": {
        "reg2reg_from": "mem[3][0]",
        "crit_path_end_kind": "flip-flop",
        "crit_family": "simple AND/OR/NAND/NOR gates",
        "worstPathMaxFanout": 33,
        "ff2ff_path_depth": 5,
        "slowest_stage": "nor2b_2",
        "critPathArrivalTime_ns": 4.72,
        "path_class": "input pin to flip-flop",
        "max_stage_delay_ns": 1.01,
        "crit_chain": "clkdlybuf4s50_1 > buf_4 > nor2b_1 > nand3_2 > nor2b_2 > o21bai_2",
        "r2r_slack_ns": 5.41,
        "critPathBufInv": 2,
        "r2r-end": "r_dout[0]",
        "required_ns": 7.85,
        "startpoint_type": "input pin",
    },
    "global_route": {
        "grt_pass1_vias": 21100,
        "grt_overflow": 0,
        "grt_pass1_wl_um": 154000,
        "grt_use_total": 0.378,
        "antenna_found_initial": 0,
        "grt_max_degree": 63,
    },
    "sta": {
        "finalSetupViolCount": 0,
        "post-route-period-util": 0.589,
        "clock.fmax_mhz": 223,
        "relSlewSlack": 0.168,
        "fin_skew_ns": 0.0147,
        "setup_tns_ns": 0,
        "worst_pin_slew_ns": 1.25,
        "period_needed_ns": 4.48,
        "slew_viol_final": 0,
        "hold_violations": 0,
        "rsz0062_at_grt": "no",
        "holdWs_ns": 0.498,
    },
    "power_and_ir_drop": {
        "ir_drop_mv": 0.174,
        "power_density_nw_per_um2": 199,
        "p_leak_nw": 11.6,
    },
    "placed_design": {
        "place.port_buffers": 77,
        "placed_area_um2": 33100,
        "hpwl_um": 70100,
        "gp_congestion": 1.00,
    },
    "run": {
        "tool_warnings": 25,
        "max-cap-violations": 0,
    },
}
==> tightest hold or removal path, delay by kind of cell (launching register included) <==
kind / cells / cell delay, ns
DFF: 1 / 0.31
and+or+nand+nor: 2 / 0.15
==> power breakdown <==
group | internal [mW] | leakage (nW) | total (mW) | switching [mW]
clock | 1.57 | 0.911 | 2.77 | 1.21
combinational | 0.354 | 5.77 | 0.801 | 0.447
sequential | 3.33 | 4.88 | 3.36 | 0.0323
==> registers in the layout, indices dropped and copies added (netlist names) <==
register and count:
mem 512, r_dout 16, w_dout 16
==> cells by family (layout without fill, tap and decap cells) <==
kind of cell | Yosys count | in the layout | share of synthesized area
flops | 544 | 544 | 0.509
compound gates | 219 | 219 | 0.0488
buf+inv | 254 | 304 | 0.0373
mux | 841 | 841 | 0.364
simple gates | 208 | 208 | 0.0412
==> routing by layer <==
layer	wire length, um	part of all wire	track usage	vias up
met1	37400	0.35	0.509	10200
met4	5940	0.055	0.160	0
met5	0	0	0	-
met3	15900	0.15	0.219	241
li1	-	-	-	8386
met2	48600	0.45	0.530	1366
==> through the flow <==
stage | std cells | power (mW) | worst slack, ns
floorplan | 2066 | 3.91 | 3.32
global placement | 2842 | 4.21 | 2.65
detailed placement | 2842 | 4.21 | 2.62
CTS | 2953 | 6.97 | 3.24
global route | 2953 | 7.12 | 2.99
finish | 2953 | 6.94 | 3.12
==> worst max path at each step <==
stage / start / to / slack, ns / cells past startpoint
6_report: re / mem[11][11] / 3.12 / 6
5_1_grt: re / mem[11][1] / 2.99 / 6
4_1_cts: re / mem[11][1] / 3.24 / 6
==> cell type report <==
cell class,count,share of cell area
Clock buffer,89,0.0487
Clock inverter,22,0.00369
Inverter,10,0.00107
Multi-Input combinational cell,1268,0.413
Sequential cell,544,0.458
Tap cell,837,0.0300
Timing Repair Buffer,183,0.0449
==> cells in the final DEF (no fill, tap or decap), types with 20 or more instances in the layout <==
master           instances
a21oi_1                 20
a22oi_1                 55
buf_4                  106
clkbuf_1                21
clkbuf_16               61
clkdlybuf4s50_1         71
dfxtp_1                 32
edfxtp_1               512
mux2_2                 536
mux2i_1                116
mux4_2                 189
nand2_2                 24
nor2_1                  20
nor2b_1                 38
nor3_1                  31
o21ai_2                 24
o22ai_1                 42
Power figures rest on the tool's default switching activity, not on a simulated workload.
