===== flow/run.sh =====
#!/bin/bash
# OpenROAD 26Q1-2900-gdf79404cd8, Yosys 0.63+post, stock flow scripts
make -C /OpenROAD-flow-scripts/flow DESIGN_CONFIG=/design/flow/config.mk WORK_HOME=/design/flow/orfs finish

===== flow/config.mk =====
export PLATFORM = sky130hd
export DESIGN_NAME = lifo
export DESIGN_NICKNAME = lifo
export VERILOG_FILES = /design/flow/design.v
export SDC_FILE = /design/flow/constraint.sdc
export NUM_CORES = 4
export LEC_CHECK = 1
export CORE_UTILIZATION = 40

===== flow/constraint.sdc =====
current_design lifo

set clk_period 4.8
set clk_io_pct 0.2

create_clock -name clk0 -period $clk_period [get_ports {clk}]

set non_clock_inputs [all_inputs -no_clocks]
set_input_delay [expr $clk_period * $clk_io_pct] -clock clk0 $non_clock_inputs
set_output_delay [expr $clk_period * $clk_io_pct] -clock clk0 [all_outputs]

===== flow/design.v =====
module lifo #(parameter DATA_WIDTH = 8,parameter STACK_DEPTH = 16)(clk,reset,push,pop,data_in,data_out,full,empty);
    input clk,reset,push,pop;       
    input [DATA_WIDTH-1:0] data_in; 
    output reg [DATA_WIDTH-1:0] data_out; 
    output reg full,empty;    
    reg [DATA_WIDTH-1:0] stack_mem [0:STACK_DEPTH-1];
    reg [$clog2(STACK_DEPTH):0] sp; 
    initial
	begin
        full = 0;
        empty = 1;
        sp = 0;
    end    
    always @(posedge clk or posedge reset)
	begin  
        if(reset)
		begin         
            sp <= 0; 
            full <= 0; 
            empty <= 1;
        end
		else
		begin
            if (push && !full)
			begin              
                stack_mem[sp] <= data_in;
                sp <= sp + 1;
                empty <= 0;
                if (sp == STACK_DEPTH - 1)
                    full <= 1;
            end
			else if(pop && !empty)
			begin    
                sp <= sp - 1;
                data_out <= stack_mem[sp - 1];
                full <= 0;
                if (sp == 1)
                    empty <= 1;
            end
        end
    end
endmodule

==> flow_summary.html <==
<!-- implementation run metrics -->
<table>
<tr><th>Metric</th><th>Value</th></tr>
<tr><th colspan="2">Detailed routing</th></tr>
<tr><td>DRC violations left</td><td>0</td></tr>
<tr><td>Total via count after detailed routing</td><td>4925</td></tr>
<tr><td>Detailed-router iteration count before antenna repair</td><td>5</td></tr>
<tr><td>Routed len/inst</td><td>26.0 µm</td></tr>
<tr><td>Initial drt markers</td><td>673</td></tr>
<tr><td>Final antenna-violating net count</td><td>0</td></tr>
<tr><td>Routed Wire Length</td><td>20200 µm</td></tr>
<tr><td># diodes</td><td>0</td></tr>
<tr><td>Via density per instance</td><td>6.32</td></tr>
<tr><th colspan="2">Global routing</th></tr>
<tr><td>First-pass GRT wire length</td><td>30800 µm</td></tr>
<tr><td>Number of antenna violations at the first check in global routing</td><td>0</td></tr>
<tr><td>Overall track demand over capacity in global routing</td><td>0.256</td></tr>
<tr><td>Remaining Overflow, GRT</td><td>0</td></tr>
<tr><td>Largest net degree at the start of global routing</td><td>37</td></tr>
<tr><td>Vias in the first global route</td><td>4930</td></tr>
<tr><th colspan="2">Timing</th></tr>
<tr><td>Total setup violations reported at the end of the flow</td><td>0</td></tr>
<tr><td>Minimum clock period after layout</td><td>3.45 ns</td></tr>
<tr><td>Share of the clock period used by the worst path</td><td>0.719</td></tr>
<tr><td>Number of max-slew violations in the final report</td><td>0</td></tr>
<tr><td>Highest achievable clock rate</td><td>0.290 GHz</td></tr>
<tr><td>Normalized max-slew margin</td><td>0.325</td></tr>
<tr><td>Slew at the pin closest to its max-slew limit</td><td>1.01 ns</td></tr>
<tr><td>Post-Route Skew</td><td>0.00680 ns</td></tr>
<tr><td>Post-Route Hold Slack</td><td>0.556 ns</td></tr>
<tr><td>Final-layout setup total negative slack</td><td>0 ns</td></tr>
<tr><td>Unrepaired setup endpoints after global routing</td><td>false</td></tr>
<tr><td>Total count of hold-check failures in the final report</td><td>0</td></tr>
<tr><td>Smallest setup slack after layout</td><td>1.35 ns</td></tr>
<tr><th colspan="2">Clock tree</th></tr>
<tr><td>Clock tree from TritonCTS</td><td>built</td></tr>
<tr><td>Deepest level of the CTS H-tree</td><td>4</td></tr>
<tr><td># hold bufs at CTS</td><td>0</td></tr>
<tr><td>CTS Root Buffer Type</td><td>sky130_fd_sc_hd__clkbuf_16</td></tr>
<tr><td>Post-CTS setup-driven buffer insertion count</td><td>0</td></tr>
<tr><td>Number of sinks on the clock net</td><td>143</td></tr>
<tr><td>Post-cts gate resize count</td><td>0</td></tr>
<tr><td>Buffers from clock root to sink, at most</td><td>2</td></tr>
<tr><td>Clock transition at the register clock pins on the worst setup and hold paths after CTS</td><td>0.06 ns</td></tr>
<tr><td>Number of buffers inserted during clock tree synthesis</td><td>17</td></tr>
<tr><td>Latency at later pin</td><td>0.43 ns</td></tr>
<tr><th colspan="2">Placement</th></tr>
<tr><td>Routability Congestion</td><td>0.974</td></tr>
<tr><td>Tally of buffers added on design ports</td><td>21</td></tr>
<tr><td>Detailed placement HPWL</td><td>14200 µm</td></tr>
<tr><td>Setup slack at placement</td><td>1.45 ns</td></tr>
<tr><th colspan="2">Layout</th></tr>
<tr><td>Layout overhead on the synthesized area</td><td>15.1%</td></tr>
<tr><td>Layout fillers</td><td>1459</td></tr>
<tr><td>Fraction of final layout cells with drive strength greater than 1</td><td>0.138</td></tr>
<tr><td>Logic area</td><td>2350 µm²</td></tr>
<tr><td>FF/Latch Area</td><td>4260 µm²</td></tr>
<tr><th colspan="2">Synth</th></tr>
<tr><td>Total of warnings raised by yosys</td><td>2</td></tr>
<tr><td>Cells after Synth</td><td>520</td></tr>
<tr><td>Syn Std Cell Area</td><td>6800 µm²</td></tr>
<tr><td>Number of distinct library cell variants in the gate-level netlist after synthesis</td><td>56</td></tr>
<tr><td>Total cells reported by yosys after synthesis</td><td>520</td></tr>
<tr><td>Flip-flops with a built-in enable</td><td>136</td></tr>
<tr><td>Seq/Total Area, Yosys</td><td>0.626</td></tr>
<tr><td>Flops &amp; latches, synth</td><td>143</td></tr>
<tr><td>Area figure in the yosys stat output</td><td>6800 µm²</td></tr>
<tr><td>Top FF cell, synth</td><td>sky130_fd_sc_hd__edfxtp_1</td></tr>
<tr><td>Average footprint of a synthesized cell</td><td>13.1 µm²</td></tr>
<tr><td>Async set-or-reset flop fraction in the synthesized netlist</td><td>0.0490</td></tr>
<tr><th colspan="2">Worst setup path</th></tr>
<tr><td>Critical path type</td><td>register to register</td></tr>
<tr><td>Required time at the endpoint of the critical path</td><td>5.05 ns</td></tr>
<tr><td>Kind of start point of the critical path</td><td>register</td></tr>
<tr><td>Kind of end point of the critical path</td><td>register</td></tr>
<tr><td>WP data arrival</td><td>3.70 ns</td></tr>
<tr><td>Worst Path Max Fanout</td><td>15</td></tr>
<tr><th colspan="2">Floorplanning</th></tr>
<tr><td>Ports</td><td>22</td></tr>
<tr><td>Effective utilization at floorplan</td><td>0.410</td></tr>
<tr><td>Die Wd</td><td>132 µm</td></tr>
<tr><td>Chip footprint</td><td>17500 µm²</td></tr>
<tr><td>Vertical die dimension</td><td>132 µm</td></tr>
<tr><td>Core area</td><td>16600 µm²</td></tr>
<tr><td>Row Count</td><td>47</td></tr>
<tr><th colspan="2">Power</th></tr>
<tr><td>PD cells</td><td>604 nW/µm²</td></tr>
<tr><td>Worst voltage drop across the vdd grid</td><td>254 µV</td></tr>
<tr><td>Standby leakage power</td><td>2.51 nW</td></tr>
<tr><th colspan="2">Status</th></tr>
<tr><td>Run status</td><td>finished, final reports clean</td></tr>
<tr><th colspan="2">Flow run</th></tr>
<tr><td>Max Cap Viol</td><td>0</td></tr>
<tr><td>Number of warnings in the stage logs</td><td>30</td></tr>
<tr><th colspan="2">Hold path</th></tr>
<tr><td>Worst hold path class</td><td>register to register</td></tr>
</table>
[Yosys cell counts, drive strengths merged, types with 3 or more instances]
library cell | n | share of area
edfxtp | 136 | 0.60
nand2 | 45 | 0.025
nor2 | 28 | 0.016
a22oi | 26 | 0.029
buf | 22 | 0.017
nand3 | 21 | 0.015
mux2i | 16 | 0.027
o21ai | 16 | 0.012
mux2 | 15 | 0.025
a22o | 13 | 0.017
clkbuf | 13 | 0.0072
nand4 | 13 | 0.012
nor3 | 12 | 0.0096
a221oi | 11 | 0.014
a32oi | 11 | 0.014
a32o | 10 | 0.015
a21oi | 8 | 0.0059
and3 | 8 | 0.0074
nor2b | 8 | 0.0074
a211oi | 7 | 0.0085
ha | 7 | 0.013
inv | 7 | 0.0039
o22ai | 7 | 0.0064
dfrtp | 6 | 0.022
a31oi | 5 | 0.0046
and4 | 5 | 0.0064
o2111ai | 5 | 0.0064
o32a | 4 | 0.0059
xnor2 | 4 | 0.0051
a311oi | 3 | 0.0039
a41oi | 3 | 0.0039
[cell families (layout without fill, tap and decap cells)]
logic type,after synthesis,in the layout,synth area share
AND/OR/NAND/NOR,150,150,0.111
flip-flops,143,143,0.626
AND-OR/OR-AND,142,142,0.164
buffers and inverters,43,82,0.0287
multiplexers,31,31,0.0526
adder cells (fa/ha/maj),7,7,0.0129
XOR/XNOR,4,4,0.00515
[flip-flops by register name, summed over array words and instances (netlist names)]
name       count
full           1
stack_mem    128
data_out       8
empty          1
sp             5
[cell type report]
class,instances,area share
sequential,143,0.544
clock inverter,14,0.0150
inverter,8,0.00384
tap,220,0.0352
clock buffer,18,0.0548
multi-input combinational,334,0.300
timing repair buffer,42,0.0470
[layer usage]
| metal | wire length [µm] | vias up | GRT usage |
|---|---|---|---|
| met2 | 8490 | 331 | 0.341 |
| met1 | 8690 | 2385 | 0.412 |
| met5 | 0 | - | 0 |
| li1 | - | 2176 | - |
| met3 | 2630 | 33 | 0.131 |
| met4 | 421 | 0 | 0.0364 |
[stage by stage]
stage	util	power [mW]	std cells	instance area [µm²]
5_1_grt	0.472	4.93	779	7830
4_1_cts	0.472	4.69	779	7830
3_5_place_dp	0.439	3.45	747	7280
3_3_place_gp	0.439	3.45	747	7280
2_1_floorplan	-	2.90	520	6800
6_report	0.472	4.73	779	7830
[cells in the final DEF, fill, tap and decap left out, types with 14 or more instances in the layout]
cell type / Yosys / final
sky130_fd_sc_hd__mux2i_1: 14 / 14
sky130_fd_sc_hd__nand2_1: 45 / 45
sky130_fd_sc_hd__edfxtp_1: 136 / 136
sky130_fd_sc_hd__nand3_1: 21 / 21
sky130_fd_sc_hd__clkbuf_16: 0 / 17
sky130_fd_sc_hd__mux2_2: 14 / 14
sky130_fd_sc_hd__o21ai_0: 16 / 16
sky130_fd_sc_hd__a22oi_1: 26 / 26
sky130_fd_sc_hd__nor2_1: 26 / 26
sky130_fd_sc_hd__clkdlybuf4s50_1: 0 / 21
sky130_fd_sc_hd__buf_4: 2 / 21
[path summary, 6_finish.rpt]
kind	endpoint	cells past startpoint	start	slack, ns
max in group asynchronous	empty	2	reset	3.69
worst max-delay path	data_out[3]	9	sp[0]	1.35
min in group asynchronous	full	2	reset	0.83
worst min-delay path	empty	2	empty	0.56
worst max register to register	data_out[3]	9	sp[0]	1.35
worst min register to register	empty	2	empty	0.56
[power breakdown]
part | switching [mW] | total [mW] | internal [mW] | leakage [nW]
registers | 0.123 | 1.63 | 1.50 | 1.31
clock network | 0.512 | 1.22 | 0.709 | 0.268
logic | 1.20 | 1.88 | 0.682 | 0.936
[worst max-delay path: stages, from the launching register on]
cell                       delay [ns]
sky130_fd_sc_hd__dfrtp_1         0.55
sky130_fd_sc_hd__inv_1           0.19
sky130_fd_sc_hd__ha_1            0.47
sky130_fd_sc_hd__buf_4           0.30
sky130_fd_sc_hd__nor2b_1         0.44
sky130_fd_sc_hd__nor2b_1         0.62
sky130_fd_sc_hd__a22oi_1         0.21
sky130_fd_sc_hd__o221ai_1        0.13
sky130_fd_sc_hd__nor3_1          0.09
sky130_fd_sc_hd__a41oi_1         0.25
Power figures rest on the tool's default switching activity, not on a simulated workload.
